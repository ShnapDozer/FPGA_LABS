**config.mk**
```make
export PLATFORM = sky130hd
export DESIGN_NAME = riscv_core
export DESIGN_NICKNAME = riscv_core
export VERILOG_FILES = /design/flow/design.v
export SDC_FILE = /design/flow/constraint.sdc
export NUM_CORES = 4
export LEC_CHECK = 1
export CORE_UTILIZATION = 30
```
**constraint.sdc**
```tcl
current_design riscv_core

set clk_period 61.6
set clk_io_pct 0.2

create_clock -name clk0 -period $clk_period [get_ports {clk_i}]

set non_clock_inputs [all_inputs -no_clocks]
set_input_delay [expr $clk_period * $clk_io_pct] -clock clk0 $non_clock_inputs
set_output_delay [expr $clk_period * $clk_io_pct] -clock clk0 [all_outputs]
```
**design.v**
```verilog
module PC (
    input               clk_i,
    input               rst_i,
    input       [31:0]  d_i,
    output  reg [31:0] addr_o
);
    always @(posedge clk_i) begin
        if(rst_i) addr_o <= 0;
        else addr_o <= d_i;
    end
endmodule
`timescale 1ns / 1ps
module alu_riscv(
    input [31:0] A,
    input [31:0] B,
    input [4:0] ALUOp,
    output reg Flag,
    output reg [31:0] Result
);
    wire [31:0] S;
    fulladder32 a0(
                .A(A), 
                .B(ALUOp[3] ? ~B + 1'b1 : B), 
                .Pin(0),
                .S(S),
                .Pout()
            );
    always @(*) begin
        case(ALUOp)
        5'b00000: begin Result = S; Flag = 0; end
        5'b01000: begin Result = S; Flag = 0; end
        5'b00001: begin 
            Result = A << B[4:0]; 
            Flag = 0; 
        end
        5'b00010: begin Result = $signed(A) <  $signed(B); Flag = 0; end
        5'b00011: begin Result = $unsigned(A) <  $unsigned(B); Flag = 0; end
        5'b00100: begin Result = A ^ B; Flag = 0; end
        5'b00101: begin Result = A >> B[4:0]; Flag = 0; end
        5'b01101: begin Result = $signed(A) >>> B[4:0]; Flag = 0; end
        5'b00110: begin Result = A | B; Flag = 0; end
        5'b00111: begin Result = A & B; Flag = 0; end
        5'b11000: begin Result = 0; Flag = A == B; end
        5'b11001: begin Result = 0; Flag = A != B; end
        5'b11100: begin Result = 0; Flag = $signed(A) <  $signed(B); end
        5'b11101: begin Result = 0; Flag = $signed(A) >=  $signed(B); end
        5'b11110: begin Result = 0; Flag = $unsigned(A) <  $unsigned(B); end
        5'b11111: begin Result = 0; Flag = $unsigned(A) >=  $unsigned(B); end
        default: begin Result = 0; Flag = 0; end
        endcase
    end 
endmodule
module decoder_riscv (
  input       [31:0]  fetched_instr_i,       
  output  reg [1:0]   ex_op_a_sel_o,         
  output  reg [2:0]   ex_op_b_sel_o,         
  output  reg [4:0]   alu_op_o,              
  output  reg         mem_req_o,             
  output  reg         mem_we_o,              
  output  reg [2:0]   mem_size_o,            
  output  reg         gpr_we_a_o,            
  output  reg         wb_src_sel_o,          
  output  reg         illegal_instr_o,       
  output  reg         branch_o,              
  output  reg         jal_o,                 
  output  reg         jalr_o               
);
    wire [1:0]opcode_d = fetched_instr_i[1:0];
    wire [4:0]opcode = fetched_instr_i[6:2];
    wire [2:0]func3 = fetched_instr_i[14:12];
    wire [6:0]func7 = fetched_instr_i[31:25];
    always @(*) begin
        illegal_instr_o = 0;
        ex_op_a_sel_o = 0;
        ex_op_b_sel_o = 0;
        alu_op_o = 0;
        mem_size_o = 0;
        mem_req_o = 0;
        mem_we_o = 0;
        gpr_we_a_o = 0;
        wb_src_sel_o = 0;
        branch_o = 0;
        jal_o = 0;
        jalr_o = 0;
        if(opcode_d != 2'b11)
            illegal_instr_o = 1;
        else begin
            case(opcode)  
            5'b01100:begin  
                if ((func7 == 7'h00) | ((func7 == 7'h20) & 
                    ((func3 == 3'b000) | (func3 == 3'b101)))) begin
                    ex_op_a_sel_o = 0;
                    ex_op_b_sel_o = 0;
                    alu_op_o = {func7[6:5], func3};
                    wb_src_sel_o = 0;
                    gpr_we_a_o = 1;
                end else begin 
                    illegal_instr_o = 1;
                end
            end
            5'b00100:begin  
                if ( ((func3 == 3'h1) & (func7 != 7'h00)) | 
                    ((func3 == 3'h5) & (func7 != 7'h00) & (func7 != 7'h20)) ) begin
                        illegal_instr_o = 1;
                end else begin
                    ex_op_a_sel_o = 0;
                    ex_op_b_sel_o = 1;
                    if(func3 == 1'h5) begin 
                        alu_op_o = {func7[6:5], func3};
                    end else begin 
                        alu_op_o = {2'b00, func3};
                    end
                    wb_src_sel_o = 0;
                    gpr_we_a_o = 1;
                end
            end
            5'b00000:begin  
                if((func3 <= 3'h5) & (func3 != 3'h3)) begin 
                    ex_op_a_sel_o = 0;
                    ex_op_b_sel_o = 1;
                    alu_op_o = 5'b00000;
                    mem_req_o = 1;
                    mem_size_o = func3;
                    wb_src_sel_o = 1;
                    gpr_we_a_o = 1;
                end else begin 
                    illegal_instr_o = 1;
                end                
            end
            5'b01000:begin  
                if(func3 <= 3'h2) begin 
                    ex_op_a_sel_o = 0;
                    ex_op_b_sel_o = 3;
                    alu_op_o = 5'b00000;
                    mem_req_o = 1;
                    mem_we_o = 1;
                    mem_size_o = func3;
                end else begin 
                    illegal_instr_o = 1;
                end    
            end
            5'b11000:begin  
                if((func3 != 3'h2) & (func3 != 3'h3)) begin                
                    branch_o = 1;
                    ex_op_a_sel_o = 0;
                    ex_op_b_sel_o = 0;
                    alu_op_o = {2'b11, func3};
                end else begin 
                    illegal_instr_o = 1;
                end
            end
            5'b11011:begin  
                jal_o = 1;
                ex_op_a_sel_o = 1;
                ex_op_b_sel_o = 4;
                alu_op_o = 5'b00000;
                wb_src_sel_o = 0;
                gpr_we_a_o = 1;            
            end
            5'b11001:begin  
                if(func3 == 3'h0) begin
                jalr_o = 1;
                ex_op_a_sel_o = 1;
                ex_op_b_sel_o = 4;
                alu_op_o = 5'b00000;
                wb_src_sel_o = 0;
                gpr_we_a_o = 1; 
                end else begin 
                    illegal_instr_o = 1;
                end
            end
            5'b01101:begin  
                ex_op_a_sel_o = 2;
                ex_op_b_sel_o = 2;
                alu_op_o = 5'b00000;
                wb_src_sel_o = 0;
                gpr_we_a_o = 1;
            end 
            5'b00101:begin  
                ex_op_a_sel_o = 1;
                ex_op_b_sel_o = 2;
                alu_op_o = 5'b00000;
                wb_src_sel_o = 0;
                gpr_we_a_o = 1;
            end
            5'b00011:begin  
                if(func3 != 0) begin
                    illegal_instr_o = 1;
                end else begin
                end
            end
            5'b11100: begin  
                if(!((fetched_instr_i[31:7] == 0) | 
                ((fetched_instr_i[31:20] == 1) & (fetched_instr_i[19:7] == 0)))) begin
                    illegal_instr_o = 1;
                end else begin 
                end
            end
            default: begin
                illegal_instr_o = 1;
                ex_op_a_sel_o = 0;
                ex_op_b_sel_o = 0;
                alu_op_o = 0;
                mem_req_o = 0;
                mem_we_o = 0;
                gpr_we_a_o = 0;
                wb_src_sel_o = 0;
                branch_o = 0;
                jal_o = 0;
                jalr_o = 0;
                mem_size_o = 0;
            end
            endcase
        end       
    end
endmodule
module fulladder(
  input      a,  
  input      b,
  input     Pin,
  output     S,    
  output     Pout
  );
      assign Pout = ((a & b) | (a & Pin)) | (b & Pin);
      assign S =  (a ^ b) ^ Pin;
  endmodule
module fulladder4(
  input [3:0]   a,  
  input [3:0]   b,
  input         Pin,
  output [3:0]  S,    
  output        Pout
  );
    wire [2:0] P;
    fulladder a0 (
        .a(a[0]),
        .b(b[0]),
        .Pin(Pin),
        .S(S[0]),
        .Pout(P[0])
    );
        fulladder a1 (
        .a(a[1]),
        .b(b[1]),
        .Pin(P[0]),
        .S(S[1]),
        .Pout(P[1])
    );
        fulladder a2 (
        .a(a[2]),
        .b(b[2]),
        .Pin(P[1]),
        .S(S[2]),
        .Pout(P[2])
    );
        fulladder a3 (
        .a(a[3]),
        .b(b[3]),
        .Pin(P[2]),
        .S(S[3]),
        .Pout(Pout)
    );
  endmodule
module fulladder16(
    input [15:0]   a,  
    input [15:0]   b,
    input         Pin,
    output [15:0]  S,    
    output        Pout
);
        wire [2:0] P;
        fulladder4 a0 (
        .a(a[3:0]),
        .b(b[3:0]),
        .Pin(Pin),
        .S(S[3:0]),
        .Pout(P[0])
    );
        fulladder4 a1 (
        .a(a[7:4]),
        .b(b[7:4]),
        .Pin(P[0]),
        .S(S[7:4]),
        .Pout(P[1])
    );
        fulladder4 a2 (
        .a(a[11:8]),
        .b(b[11:8]),
        .Pin(P[1]),
        .S(S[11:8]),
        .Pout(P[2])
    );
        fulladder4 a3 (
        .a(a[15:12]),
        .b(b[15:12]),
        .Pin(P[2]),
        .S(S[15:12]),
        .Pout(Pout)
    );
  endmodule
  module fulladder32(
      input [31:0]  A,  
      input [31:0]  B,
      input         Pin,
      output [31:0] S,    
      output        Pout
  );
    wire P;
    fulladder16 a0 (
        .a(A[15:0]),
        .b(B[15:0]),
        .Pin(Pin),
        .S(S[15:0]),
        .Pout(P)
    );
        fulladder16 a1 (
        .a(A[31:16]),
        .b(B[31:16]),
        .Pin(P),
        .S(S[31:16]),
        .Pout(Pout)
    );
  endmodule
module rf_riscv(
        input           clk,
        input           WE,
        input [4:0]    A1,
        input [4:0]    A2,
        input [4:0]    A3,
        input   [31:0]    WD3,
        output  [31:0]    RD1,
        output  [31:0]    RD2
    );
    initial begin 
         REGS[0] = 32'b0;
    end
    reg [31:0] REGS [0:31];
    assign RD1 = A1 == 5'b0 ? 32'b0 : REGS[A1];
    assign RD2 = A2 == 5'b0 ? 32'b0 : REGS[A2];
    always @ (posedge clk) begin
        if (WE && (A3 != 5'b0)) begin
            REGS[A3] <= WD3;
        end
    end 
endmodule
`timescale 1ns / 1ps
module riscv_core(
    input clk_i,
    input rst_i,
    input   [31:0] instr_i,
    input   [31:0] RD_i,
    output  WE_o,
    output  [31:0] WD_o,
    output  [31:0] instr_addr_o,
    output  [31:0] data_addr_o,
    output  [2:0] size_o
);     
    wire [1:0]   srcA;      
    wire [2:0]   srcB;       
    wire [4:0]   alu_op;                  
    wire         gpr_we_a;           
    wire         wb_src_sel;         
    wire         illegal_instr;     
    wire         branch;      
    wire         jal;             
    wire         jalr;  
    decoder_riscv decoder (
        .fetched_instr_i  (instr_i),
        .ex_op_a_sel_o    (srcA),
        .ex_op_b_sel_o    (srcB),
        .alu_op_o         (alu_op),
        .mem_req_o        (mem_req),
        .mem_we_o         (WE_o),
        .mem_size_o       (size_o),
        .gpr_we_a_o       (gpr_we_a),
        .wb_src_sel_o     (wb_src_sel),
        .illegal_instr_o  (illegal_instr),
        .branch_o         (branch),
        .jal_o            (jal),
        .jalr_o           (jalr)
    );
    wire [31:0] ReadData1;
    wire [31:0] ReadData2;
    reg [31:0] WriteData;
    assign WD_o = ReadData2; 
    rf_riscv reg_file(
        .clk(clk_i),
        .WE(gpr_we_a),
        .A1(instr_i[19:15]),
        .A2(instr_i[24:20]),
        .A3(instr_i[11:7]),
        .WD3(WriteData),
        .RD1(ReadData1),
        .RD2(ReadData2)
    );
    wire [31:0] se_imm_I = {{20{instr_i[31]}}, instr_i[31:20]};
    wire [31:0] se_imm_U = {instr_i[31:12], {12{1'b0}}};
    wire [31:0] se_imm_S = {{20{instr_i[31]}}, instr_i[31:25], instr_i[11:7]};
    wire [31:0] se_imm_J = {{10{instr_i[31]}}, instr_i[31], instr_i[19:12], instr_i[20], instr_i[31:21], 1'b0};
    wire [31:0] se_imm_B = {{19{instr_i[31]}}, instr_i[31], instr_i[7], instr_i[30:25], instr_i[11:8], 1'b0};
    reg [31:0] alu_A;
    reg [31:0] alu_B;
    reg [31:0] WriteData;
    always @(*) begin
           case(srcA) 
            0: alu_A <= ReadData1;
            1: alu_A <= instr_addr_o;
            2: alu_A <= 0;
        endcase
        case(srcB) 
            0: alu_B <= ReadData2;
            1: alu_B <= se_imm_I;
            2: alu_B <= se_imm_U;
            3: alu_B <= se_imm_S;
            4: alu_B <= 4;
        endcase
        case(wb_src_sel) 
            0: WriteData <= aluResult;
            1: WriteData <= RD_i;
        endcase
    end
    wire [31:0] aluResult;
    assign data_addr_o = aluResult;
    alu_riscv alu(
        .A(alu_A),
        .B(alu_B),
        .ALUOp(alu_op),
        .Flag(comp),
        .Result(aluResult)
    );
    wire comp;
    wire [31:0] branchAddr;
    wire [31:0] immAddr;
    reg [31:0] branchImm;
    reg [31:0] branchOut;
    reg [31:0] nextAddr;
    wire jumpComp = (comp & branch) | jal;
    always @(*) begin
        case(branch)
            0: branchImm <= se_imm_J;
            1: branchImm <= se_imm_B;
        endcase
        case(jumpComp)
            0: branchOut <= 4;
            1: branchOut <= branchImm;
        endcase
        case(jalr)
            0: nextAddr <= branchAddr;
            1: nextAddr <= immAddr;
        endcase
    end
    fulladder32 branchAddr_adder(
        .A(instr_addr_o),  
        .B(branchOut),
        .Pin(1'b0),
        .S(branchAddr) 
    );
    fulladder32 immAddr_adder(
        .A(ReadData1),  
        .B(se_imm_I),
        .Pin(1'b0),
        .S(immAddr) 
    );
    PC pc(
        .clk_i(clk_i),
        .rst_i(rst_i),
        .d_i(nextAddr),
        .addr_o(instr_addr_o)
    );
endmodule
```
**run.sh**
```bash
#!/bin/bash
# OpenROAD 26Q1-2900-gdf79404cd8, Yosys 0.63+post, stock flow scripts
make -C /OpenROAD-flow-scripts/flow DESIGN_CONFIG=/design/flow/config.mk WORK_HOME=/design/flow/orfs finish
```
==> results_slide.txt <==
Physical Implementation Snapshot

Run status
  – Status: finished, final reports clean

Synthesis
  – Post-synth top cells: edfxtp_1 (1024), mux4_2 (502), mux2i_1 (268), nor2_1 (237), a21oi_1 (226)
  – Yosys stat chip area: 0.0608 mm²
  – AO/OA Area Share: 8.62%
  – Area leader share: 50.5%
  – Fa+ha+maj area frac: 5.03%
  – Syn avg cell area: 14.9 µm²
  – Post-synth area hogs: edfxtp_1 (51%), mux4_2 (19%), mux2i_1 (4.4%), fa_1 (2.9%), ha_1 (2.1%)
  – Yosys cell count: 4077
  – Top_reg_cell synth: edfxtp_1
  – Synth mux share: 24.7%
  – Unique cell types: 94
  – Post-synth EDFFs: 1024
  – Post-synth regs: 1120
  – Async SR Flop Fraction: 0%
  – Count leader, synth: edfxtp_1
  – Post-Syn Area: 0.0608 mm²
  – Yosys simple share: 4.84%
  – Post-Syn Instances: 4077
  – XOR-XNOR Cells, Area Fraction: 0.547%
  – Most area-hungry cell type in the Yosys netlist: edfxtp_1
  – Top logic family: multiplexers
  – Syn. warnings: 8

GRT
  – First-pass GRT wire length: 315000 µm
  – GRT Total Usage: 23.2%
  – Overflow after GRT: 0
  – Number of global-route vias before repair: 42500
  – Largest net degree at the start of global routing: 83
  – Initial antenna violation count: 16

STA
  – RSZ-0062 raised after global routing: false
  – Register pins left without a clock: 64
  – Post-route setup TNS: 0 ns
  – Rel. slew slack: 25.7%
  – Setup ws final: 17.67 ns
  – Final Hold Fails: 0
  – Crit path time final: 43.93 ns
  – Final Max Tran Viols: 0
  – Skew final: 0.0892 ns
  – Worst slew pin tran: 1.11 ns
  – FMAX: 22.8 MHz
  – Setup-failing EPs final: 0
  – Period utilization: 71.3%
  – Endpoints left unconstrained: 64

Clocking
  – H-tree levels: 3
  – Clock slew at reported path FFs: 0.06 ns
  – CTS tree: yes
  – CTS buffer count: 102
  – CTS hold repair buffers: 0
  – Worst-Skew Late Latency: 0.77 ns
  – Root Driver: clkbuf_16
  – Setup bufs post-CTS: 0
  – Max Root-Sink Buffers: 3
  – Post-cts resize count: 0

Critical path
  – Slowest stage delay, CP: 0.69 ns
  – Critical path class: input port to output port
  – Crit path DRT: 49.28 ns
  – Crit. End Element: output port
  – CP dominant cell by count: fa_1
  – Nature of the critical path startpoint: input port
  – Crit path max fanout: 45
  – Worst EP arrival: 31.61 ns
  – Critical Path Slowest Stage Cell: dlxtn_4

Finish
  – Area Overhead vs Synth: 14.3%
  – Number of fill cells in the layout: 19000
  – Share of layout cells above drive strength 1: 23.3%
  – Final core occ: 34.7%
  – Design area: 0.0695 mm²

Route
  – DRT Wirelength: 225000 µm
  – Wirelength per Cell: 32.2 µm
  – Vias per cell: 5.74
  – Initial DRC Count: 2707
  – DR pass1 iterations: 7
  – Final ANT Viol Nets: 0
  – Vias: 39900
  – DRC viols: 0

Flow run
  – Tool Warnings: 92
  – Max Cap Violations: 0

Placement
  – Placed cell area: 0.0661 mm²
  – RePlAce Congestion: 1.00
  – DP Worst Slack: 17.73 ns
  – Hpwl dp: 149000 µm
  – PortBufs: 165

Floorplanning
  – Die area: 0.205 mm²
  – Die x size: 452 µm
  – Fp util: 30.3%
  – Die Y: 452 µm
  – I/O pin cnt: 166
  – Std cell rows: 164
  – Core Region: 0.201 mm²

Power
  – Pwr/cell area: 24.5 mW/mm²
  – Leakage: 23.1 nW
  – Worst vdd ir: 22.2 µV

Worst hold path
  – Hold Crit Class: flip-flop to flip-flop
[stage by stage]
step                hold WS (ns)  std cells  power, mW
CTS                        0.587       6961       1.71
global placement           0.586       6774       1.07
global route               0.637       6962       1.76
finish                     0.605       6964       1.71
floorplan                  0.450       4140      0.972
detailed placement         0.579       6774       1.07
[worst max-delay path: cells and delay by family]
kind / cells / cell delay (ns)
compound gates: 5 / 1.31
xor+xnor: 3 / 0.61
fa+ha+maj: 31 / 12.93
buf+inv: 8 / 3.08
latches: 1 / 0.69
simple gates: 1 / 0.53
[layout make-up]
cell class / count / area [µm²] / area share [%]
clock inverter: 66 / 801 / 1.15
timing repair buffer: 324 / 2860 / 4.11
tap: 2656 / 3320 / 4.78
multi-input combinational: 2583 / 27200 / 39.1
antenna: 3 / 7.51 / 0.0108
inverter: 91 / 342 / 0.491
sequential: 1120 / 32400 / 46.5
clock buffer: 121 / 2620 / 3.77
[flip-flops by register name, indices dropped and copies added (netlist names)]
| name | flops |
|---|---|
| reg_file.REGS | 1024 |
| alu_A | 32 |
| alu_B | 32 |
| pc.addr_o | 32 |
[power by group]
part | switching [mW] | internal, mW | leakage, nW | total [mW]
registers | 0.00485 | 0.813 | 9.98 | 0.818
logic | 0.150 | 0.0910 | 11.4 | 0.241
clock network | 0.283 | 0.365 | 1.65 | 0.648
[routing by layer]
metal,part of all wire [%],GRT usage (%),vias to the layer above,wire (µm)
li1,-,-,16700,-
met5,0.064,0.466,-,143
met1,32,25.8,20200,72900
met4,6.2,11.1,14,14000
met3,15,15.1,502,34400
met2,46,34.6,2532,103000
[placed cells by master (no fill, tap or decap), drive strengths merged, types with 32 or more instances in the layout]
cell type      Yosys  layout
edfxtp          1024    1024
mux4             502     502
mux2i            268     268
nor2             238     238
a21oi            228     228
nand2            192     192
buf              139     170
clkdlybuf4s50      0     154
o21ai            135     135
clkbuf           207     121
ha               102     102
mux2              94      94
inv               90      93
fa                89      89
o22ai             75      75
o221ai            66      66
conb               1      64
dlxtn             64      64
nor3              58      58
clkinv             1      46
a22o              45      45
xnor2             35      35
nor3b             34      34
o21a              34      34
dfxtp             32      32
[cell families (layout without fill, tap and decap cells)]
| logic type | count (synthesis) | after routing |
|---|---|---|
| DFF | 1056 | 1056 |
| and+or+nand+nor | 643 | 643 |
| xor gates and xnor gates | 38 | 38 |
| AOI/OAI and AO/OA | 783 | 783 |
| muxes | 864 | 864 |
| buffers and inverters | 437 | 602 |
| other | 1 | 67 |
| latches | 64 | 64 |
| adders and majority gates | 191 | 191 |
[path summary, 6_finish.rpt]
path	from	slack, ns	end	cells past startpoint
max	instr_i[20]	17.67	data_addr_o[31]	49
min	pc.addr_o[0]	0.60	pc.addr_o[0]	2
max reg2reg	reg_file.REGS[2][2]	41.65	pc.addr_o[31]	60
min reg2reg	pc.addr_o[0]	0.60	pc.addr_o[0]	2
Power and IR drop assume default switching activity.

<file path="./run.sh">
#!/bin/bash
# OpenROAD 26Q1-2900-gdf79404cd8, Yosys 0.63+post, stock flow scripts
make -C /OpenROAD-flow-scripts/flow DESIGN_CONFIG=/design/flow/config.mk WORK_HOME=/design/flow/orfs finish
</file>
<file path="./design.v">
`timescale 1ns / 1ps
module nexys_rf_riscv(
    input CLK100,
    input resetn,
    input BTND, BTNU, BTNL, BTNR, BTNC, 
    input  [15:0] SW,
    output [15:0] LED,
    output CA, CB, CC, CD, CE, CF, CG, DP,
    output [7:0] AN,
    output LED16_B, LED16_G, LED16_R, LED17_B, LED17_G, LED17_R
    );
wire [31:0]     WD3;
wire            WE;
wire [31:0]     RD1;
wire [31:0]     RD2;
localparam pwm = 1000;
reg [9:0] counter;
reg [3:0] semseg;
reg [7:0] ANreg;
reg CAr, CBr, CCr, CDr, CEr, CFr, CGr, DPr;
reg [15:0] LEDr;
reg [4:0] a1;
reg [4:0] a2;
reg [4:0] a3;
reg [31:0] rd1;
reg [31:0] rd2;
rf_riscv DUT
(
  .clk   (CLK100),
  .A1    (a1),
  .A2    (a2),
  .A3    (a3),
  .WD3   (WD3),
  .WE    (WE),
  .RD1   (RD1),
  .RD2   (RD2)
);
assign LED = {1'b0, a1, a2, a3};
assign AN[7:0] = ANreg[7:0];
assign {CA, CB, CC, CD, CE, CF, CG, DP} = {CAr, CBr, CCr, CDr, CEr, CFr, CGr, DPr};
assign LED16_G = BTNC | BTNR;
assign LED17_G = BTNL | BTNR;
assign {LED16_R, LED17_R} = {2{BTND}};
assign {LED16_B, LED17_B} = {2{BTNU}};
assign WD3 =  32'b0 | SW[15:0];
assign WE = BTND;
always @(posedge CLK100) begin
    if (!resetn) begin
        counter <= 'b0;
        ANreg[7:0] <= 8'b11111111;
        {CAr, CBr, CCr, CDr, CEr, CFr, CGr, DPr} <= 8'b11111111;
        {a1, a2, a3} <= 'b0;
        {rd1, rd2} <= 'b0;
    end 
    else begin
        if (counter < pwm) counter = counter + 'b1;
        else begin
            counter = 'b0;
            ANreg[1] <= ANreg[0];
            ANreg[2] <= ANreg[1];
            ANreg[3] <= ANreg[2];
            ANreg[4] <= ANreg[3];
            ANreg[5] <= ANreg[4];
            ANreg[6] <= ANreg[5];
            ANreg[7] <= ANreg[6];
            ANreg[0] <= !(ANreg[6:0] == 7'b1111111);
        end
        a1 <= BTNL? SW[4:0]: a1;
        a2 <= BTNC? SW[4:0]: a2;
        a3 <= BTNR? SW[4:0]: a3;
        rd1 <= BTNU? RD1: rd1;
        rd2 <= BTNU? RD2: rd2;
        case (1'b0)
            ANreg[0]: begin 
                semseg <= (rd2) % 5'h10;
            end
            ANreg[1]: begin 
                semseg <= (rd2 / 'h10) % 5'h10;
            end
            ANreg[2]: begin 
                semseg <= (rd2 / 'h100) % 5'h10;
            end
            ANreg[3]: begin 
                semseg <= (rd2 / 'h1000) % 5'h10;
            end
            ANreg[4]: begin 
                semseg <= (rd1) % 5'h10;
            end
            ANreg[5]: begin 
                semseg <= (rd1 / 'h10) % 5'h10;
            end
            ANreg[6]: begin 
                semseg <= (rd1 / 'h100) % 5'h10;
            end
            ANreg[7]: begin 
                semseg <= (rd1 / 'h1000) % 5'h10;
            end
        endcase
        case (semseg)
            4'h0: {CAr, CBr, CCr, CDr, CEr, CFr, CGr} <= 7'b0000001;
            4'h1: {CAr, CBr, CCr, CDr, CEr, CFr, CGr} <= 7'b1001111;
            4'h2: {CAr, CBr, CCr, CDr, CEr, CFr, CGr} <= 7'b0010010;
            4'h3: {CAr, CBr, CCr, CDr, CEr, CFr, CGr} <= 7'b0000110;
            4'h4: {CAr, CBr, CCr, CDr, CEr, CFr, CGr} <= 7'b1001100;
            4'h5: {CAr, CBr, CCr, CDr, CEr, CFr, CGr} <= 7'b0100100;
            4'h6: {CAr, CBr, CCr, CDr, CEr, CFr, CGr} <= 7'b0100000;
            4'h7: {CAr, CBr, CCr, CDr, CEr, CFr, CGr} <= 7'b0001111;
            4'h8: {CAr, CBr, CCr, CDr, CEr, CFr, CGr} <= 7'b0000000;
            4'h9: {CAr, CBr, CCr, CDr, CEr, CFr, CGr} <= 7'b0000100;
            4'hA: {CAr, CBr, CCr, CDr, CEr, CFr, CGr} <= 7'b0001000;
            4'hB: {CAr, CBr, CCr, CDr, CEr, CFr, CGr} <= 7'b1100000;
            4'hC: {CAr, CBr, CCr, CDr, CEr, CFr, CGr} <= 7'b0110001;
            4'hD: {CAr, CBr, CCr, CDr, CEr, CFr, CGr} <= 7'b1000010;
            4'hE: {CAr, CBr, CCr, CDr, CEr, CFr, CGr} <= 7'b0110000;
            4'hF: {CAr, CBr, CCr, CDr, CEr, CFr, CGr} <= 7'b0111000;
            default: {CAr,CBr,CCr,CDr, CEr, CFr, CGr} <= 7'b0111111;
        endcase
     end
  end
endmodule
module rf_riscv(
        input           clk,
        input           WE,
        input [4:0]    A1,
        input [4:0]    A2,
        input [4:0]    A3,
        input   [31:0]    WD3,
        output  [31:0]    RD1,
        output  [31:0]    RD2
    );
    initial begin 
         REGS[0] = 32'b0;
    end
    reg [31:0] REGS [0:31];
    assign RD1 = A1 == 5'b0 ? 32'b0 : REGS[A1];
    assign RD2 = A2 == 5'b0 ? 32'b0 : REGS[A2];
    always @ (posedge clk) begin
        if (WE && (A3 != 5'b0)) begin
            REGS[A3] <= WD3;
        end
    end 
endmodule
</file>
<file path="./config.mk">
export PLATFORM = sky130hd
export DESIGN_NAME = nexys_rf_riscv
export DESIGN_NICKNAME = nexys_rf_riscv
export VERILOG_FILES = /design/flow/design.v
export SDC_FILE = /design/flow/constraint.sdc
export NUM_CORES = 4
export LEC_CHECK = 1
export CORE_UTILIZATION = 50
</file>
<file path="./constraint.sdc">
current_design nexys_rf_riscv

set clk_period 10.3
set clk_io_pct 0.2

create_clock -name clk0 -period $clk_period [get_ports {CLK100}]

set non_clock_inputs [all_inputs -no_clocks]
set_input_delay [expr $clk_period * $clk_io_pct] -clock clk0 $non_clock_inputs
set_output_delay [expr $clk_period * $clk_io_pct] -clock clk0 [all_outputs]
</file>
==> flow_metrics.env <==
# flow metrics
export IMPL_start_kind="input port"
export IMPL_grt_overflow=0
export IMPL_drc=0
export IMPL_relSlewSlack_pct=41.2
export IMPL_globalRouteTotalUtil_pct=31.6
export IMPL_cap_violations=0
export IMPL_via_per_inst=6.43
export IMPL_warnings=30
export IMPL_post_place_ws_ns=4.77
export IMPL_hold_viol_final=0
export IMPL_top_cell_area_share_pct=55.4
export IMPL_p_per_area_nw_per_um2=172
export IMPL_wl_per_cell_um=29.9
export IMPL_post_cts_buffers=0
export IMPL_p_clk_share_pct=42.1
export IMPL_p_leak_nw=9.92
export IMPL_rr_endpoint="rd1[14]"
export IMPL_io_buffers=58
export IMPL_yosysChipArea_um2=28000
export IMPL_synthToLayoutAreaGrowth_pct=13.4
export IMPL_fin_worst_skew_ns=0.0254
export IMPL_synth_cell_types=48
export IMPL_crit_type="in2out"
export IMPL_rrSetupSlack_ns=6.20
export IMPL_dp_hpwl_mm=49.3
export IMPL_path_max_fanout=36
export IMPL_hold_depth=1
export IMPL_grt_pass1_wl_mm=117
export IMPL_wl_met1_mm=28.0
export IMPL_period_used_pct=53.6
export IMPL_ctsResizeCount=0
export IMPL_clk_latency_ns=0.60
export IMPL_final_min_clock_period_ns=5.52
export IMPL_wl_mm=78.8
export IMPL_setup_viol=0
export IMPL_die_h_um=239
export IMPL_fillers=4191
export IMPL_ys_seq_share_pct=61.3
export IMPL_postSynth_asyncResetShare_pct=0
export IMPL_h_tree_depth=3
export IMPL_drt_initial_drc_count=1006
export IMPL_drv_slew=0
export IMPL_synth_edff_count=516
export IMPL_seq_area_um2=17200
export IMPL_rows=86
export IMPL_top_layer_used="met5"
export IMPL_arrival_ns=3.46
export IMPL_topCellsByArea="edfxtp_1, mux4_2, mux2i_1"
export IMPL_comb_area_um2=10200
export IMPL_tns_ns=0
export IMPL_postRouteAntennaNets=0
export IMPL_clock_path_buffers=3
export IMPL_core_um2=55200
export IMPL_max_freq_mhz=181
export IMPL_cts_sinks=598
export IMPL_clk_pin_slew_worst_paths_ns=0.05
export IMPL_syn_inst=1745
export IMPL_switching_share_pct=22.5
export IMPL_cp_required_ns=8.24
export IMPL_hold_class="reg2reg"
export IMPL_gp_congestion=0.960
export IMPL_holdBufCountCts=0
export IMPL_firstDrtPassIters=5
export IMPL_synth_top_cell_by_area="edfxtp_1"
export IMPL_timing_final_ws_setup_ns=4.78
export IMPL_dieArea_um2=56900
export IMPL_final_layout_size_suffix_gt1_share_pct=20.6
export IMPL_yosysCellCount=1745
export IMPL_antennaDiodeCount=0
export IMPL_status="finished, final reports clean"
export IMPL_cts_root_buf="clkbuf_16"
export IMPL_min_to="counter[0]"
export IMPL_met2_length_mm=36.3
export IMPL_die_x_um=239
export IMPL_cts_tree="done"
export IMPL_hold_ws_ns=0.453
export IMPL_power_frac_comb_pct=8.5
export IMPL_p_sw_mw=1.23
export IMPL_vias=17000
export IMPL_p_int_mw=4.23
export IMPL_synth_flops=598
export IMPL_pwr_share_seq_pct=49.5
export IMPL_tightestPinTransition_ns=0.859
export IMPL_grt_max_degree=66
export IMPL_synth_area_um2=28000
export IMPL_synth_warnings=2
export IMPL_grt_pass1_vias=18100
export IMPL_max_vdd_ir_drop_uv=133
export IMPL_r2r_worst_path_cells=7
export IMPL_avgSynthCellArea_um2=16.0
export IMPL_initial_core_util_pct=50.7
export IMPL_io_pins=61
export IMPL_ys_flop_type="edfxtp_1"
export IMPL_min_from="counter[0]"
export IMPL_cp_end_kind="primary output"
export IMPL_cts_buffers_inserted=67
export IMPL_antenna_found_initial=1
export IMPL_wl_met3_mm=11.4
export IMPL_rsz0062_at_grt="no"
## kinds of logic after synthesis
family / share of synthesized area [%]
AND-OR/OR-AND: 7.37
XOR/XNOR: 0.125
adder cells (fa/ha/maj): 0.313
buffers and inverters: 2.62
flip-flops: 61.3
multiplexers: 22.0
other: 0.0269
AND/OR/NAND/NOR: 6.24
## per-stage QoR
step	power, mW	std cells	cell area [um^2]	utilization, %
6_report	5.46	2637	31700	57.5
5_1_grt	5.63	2637	31700	57.5
4_1_cts	5.50	2637	31700	57.5
3_5_place_dp	3.21	2521	29600	53.7
3_3_place_gp	3.21	2521	29600	53.7
2_1_floorplan	3.02	1761	28000	-
## critical path, stage by stage
cell and delay (ns):
clkdlybuf4s50_1 0.46, buf_4 0.39, clkdlybuf4s50_1 0.55
## state kept, by name, summed over array words and instances (netlist names), named ones only
signal	flops
DUT.REGS	512
CAr	1
CEr	1
a2	5
ANreg	8
a1	5
semseg	4
CFr	1
rd2	16
a3	5
CCr	1
counter	10
rd1	16
CGr	1
CBr	1
CDr	1
## power by group through the flow
stage / Clock [mW] / Combinational (mW) / Sequential [mW]
global route: 2.43 / 0.493 / 2.70
finish: 2.30 / 0.463 / 2.70
CTS: 2.34 / 0.462 / 2.70
## routing by layer
layer | vias up | track usage [%]
li1 | 7345 | -
met1 | 8474 | 43.1
met2 | 975 | 45.6
met3 | 169 | 19.0
met4 | 2 | 9.58
met5 | - | 0.260
## Yosys cell counts, types with 3 or more instances
cell type / count
dfxtp_1: 82
or3_1: 4
a221oi_1: 4
or2_2: 4
o22a_1: 11
buf_6: 12
nand3b_1: 9
nand3_1: 23
buf_1: 5
o311ai_0: 3
o21ai_0: 50
a21oi_1: 3
a211oi_1: 36
mux2i_1: 224
nor2_1: 51
o221ai_1: 4
nor3_1: 3
o2111a_1: 11
clkbuf_1: 71
inv_1: 8
a2111oi_0: 53
a22oi_1: 68
ha_1: 7
buf_4: 13
mux2_2: 21
nand2b_1: 29
and2_1: 23
o21a_1: 3
or3b_2: 6
o211ai_1: 5
o22ai_1: 22
nand2_1: 14
mux4_2: 139
nor2b_1: 101
buf_2: 37
nor4_1: 33
edfxtp_1: 516
mux4_1: 21
## worst max-delay path by stage
stage,slack (ns),cells after the start,to,start
after CTS,4.76,3,LED17_B,BTNU
after global routing,4.72,3,LED16_B,BTNU
final,4.78,3,LED17_B,BTNU
## cells in the final DEF, fill, tap and decap left out, drive strengths merged, types with 18 or more instances in the layout
| master | count |
|---|---|
| edfxtp | 516 |
| mux2i | 224 |
| mux4 | 160 |
| nor2b | 101 |
| buf | 93 |
| clkbuf | 83 |
| dfxtp | 82 |
| a22oi | 68 |
| clkdlybuf4s50 | 57 |
| a2111oi | 53 |
| o21ai | 51 |
| nor2 | 51 |
| a211oi | 36 |
| nor4 | 33 |
| nand2b | 29 |
| clkinv | 27 |
| nand3 | 23 |
| and2 | 23 |
| o22ai | 22 |
| mux2 | 21 |
| conb | 18 |
## layout make-up
type | instances | share of cell area [%]
Sequential cell | 598 | 54.1
Multi-Input combinational cell | 1017 | 32.3
Clock buffer | 83 | 5.74
Timing Repair Buffer | 150 | 3.99
Tap cell | 748 | 2.95
Clock inverter | 33 | 0.872
Inverter | 8 | 0.0947
No activity file was given, so power comes from the tool's default toggle rates.
